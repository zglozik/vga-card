$ cat ./config.mk
export PLATFORM = sky130hd
export DESIGN_NAME = graphics_instruction
export DESIGN_NICKNAME = graphics_instruction
export VERILOG_FILES = /design/flow/design.v
export SDC_FILE = /design/flow/constraint.sdc
export NUM_CORES = 4
export LEC_CHECK = 1
export CORE_AREA = 10 10 70 70
export DIE_AREA = 0 0 80 80
$ cat ./constraint.sdc
current_design graphics_instruction

set clk_period 5.5
set clk_io_pct 0.2

create_clock -name clk0 -period $clk_period [get_ports {clk}]

set non_clock_inputs [all_inputs -no_clocks]
set_input_delay [expr $clk_period * $clk_io_pct] -clock clk0 $non_clock_inputs
set_output_delay [expr $clk_period * $clk_io_pct] -clock clk0 [all_outputs]
$ cat ./design.v
package vga_pkg;
   localparam int unsigned MM_MEM_ADDR_WIDTH = 32;
   localparam int unsigned MM_MEM_DATA_WIDTH = 16;
   localparam int unsigned WIDTH          = 640;
   localparam int unsigned HEIGHT         = 480;
   localparam int unsigned FB_CDEPTH      = 4;
   localparam int unsigned FB_PIXEL_WIDTH = MM_MEM_DATA_WIDTH;   
   localparam int unsigned DISPLAY_CDEPTH = 4;
   localparam int unsigned ADDR_X_WIDTH = $clog2(WIDTH);
   localparam int unsigned ADDR_Y_WIDTH = $clog2(HEIGHT);
   typedef struct packed {
      logic [MM_MEM_DATA_WIDTH-1:0] data;
      logic                         startofpacket;
      logic                         endofpacket;
   } prefetcher_fifo_item_t;
   localparam int unsigned MM_CSR_ADDR_WIDTH = 4;
   localparam int unsigned MM_CSR_DATA_WIDTH = 32;
   localparam int unsigned COORD_DATA_WIDTH = 16;
   localparam int unsigned COLOR_DATA_WIDTH = 12;
   typedef struct packed {
      logic [COORD_DATA_WIDTH-1:0] x;
      logic [COORD_DATA_WIDTH-1:0] y;
   } coordinate_t;
   typedef struct packed {
      logic [MM_CSR_DATA_WIDTH - COLOR_DATA_WIDTH - 1:0] padding;
      logic [COLOR_DATA_WIDTH-1:0] color;
   } color_t;
   localparam logic [1:0] VGA_STREAM_RESTART_REG = 0;               
   localparam logic [2:0] VGA_SPRITE_STREAM_ENABLE_REG       = 1;   
   localparam logic [2:0] VGA_SPRITE_STREAM_BASE_ADDRESS_REG = 2;   
   localparam logic [2:0] VGA_SPRITE_STREAM_XY_REG           = 3;   
   localparam logic [2:0] VGA_SPRITE_STREAM_COLOR_REG        = 4;   
endpackage: vga_pkg
module graphics_instruction(
   input  logic    clk,
   input  logic    reset,
   input  logic    nios_clk,
   input  logic    nios_clken,
   input  logic    nios_reset,
   input  logic [31:0]  dataa,    
   input  logic         start,
   output logic         done,
   output logic         line_clken,
   output logic         line_start,
   input  logic         line_done,
   output logic         rect_fill_clken,
   output logic         rect_fill_start,
   input  logic         rect_fill_done,
   output logic         rect_move_clken,
   output logic         rect_move_start,
   input  logic         rect_move_done
);
   localparam logic [31:0] LINE      = 1;
   localparam logic [31:0] RECT_FILL = 2;
   localparam logic [31:0] RECT_MOVE = 3;
   wire [31:0] current_op = dataa;
   logic default_done;
   assign line_clken      = nios_clken;
   assign rect_fill_clken = nios_clken;
   assign rect_move_clken = nios_clken;
   always_ff @(posedge clk)
   begin
      if (reset)
         default_done <= '0;
      else if (nios_clken)
         default_done <= start;
   end
   always_comb
   begin: op_mux
      line_start      = '0;
      rect_fill_start = '0;
      rect_move_start = '0;
      case (current_op)
         LINE:
            begin
               line_start = start;
               done = line_done;
            end
         RECT_FILL:
            begin
               rect_fill_start = start;
               done = rect_fill_done;
            end
         RECT_MOVE:
            begin
               rect_move_start = start;
               done = rect_move_done;
            end
         default:
            begin
               done = default_done;
            end
      endcase
   end
endmodule: graphics_instruction
$ cat ./run.sh
#!/bin/bash
# OpenROAD 26Q1-2900-gdf79404cd8, Yosys 0.63+post, stock flow scripts
make -C /OpenROAD-flow-scripts/flow DESIGN_CONFIG=/design/flow/config.mk WORK_HOME=/design/flow/orfs finish
==> qor.log <==
[clocking] buffers inserted by post-CTS timing repair 0
[final_layout] register name with the most flops default_done
[grt] vias in the first global route 382
[grt] number of antenna violations at the first check in global routing 0
[grt] first-pass GRT wire length 2070 um
[power_and_ir_drop] clock network fraction of total power 0%
[logic_synthesis] post-synthesis instance area 208 um2
[final_timing] hold_ws 0.502 ns
[logic_synthesis] chip area estimate from yosys synthesis 208 um2
[clocking] cts repair resizes 0
[final_timing] hold violation count in the final report 0
[die] Init Core Util 6.08%
[final_layout] largest registers ranked by flip-flop count default_done: 1 flops
[die] placeable core region 3420 um2
[worst_setup_path] cell repeated most along the worst path sky130_fd_sc_hd__clkdlybuf4s50_1
[die] std cell rows 21
[final_timing] maximum achievable frequency 247 MHz
[final_layout] ratio of cells with drive above 1 in the final layout 4.29%
[final_timing] number of slew-limit violations in the final report 0
[worst_setup_path] R2R Setup Slk 4.92 ns
[logic_synthesis] count of library flops with an enable pin 0
[drt] via count 366
[worst_setup_path] category of cells accounting for the largest share of critical-path delay simple AND/OR/NAND/NOR gates
[final_layout] Area Overhead vs Synth 234%
[drt] drt wl/cell 12.5 um
[power_and_ir_drop] Final Power 0.0436 mW
[placement] cell total after placement 116
[job] number of warnings in the stage logs 30
[placement] worst setup timing slack at the placement stage 1.44 ns
[final_timing] setup TNS 0 ns
[final_timing] Layout Skew 0 ns
[final_timing] Max-slew headroom 82.4%
[drt] violation tally from detailed-route iteration zero 1
[final_timing] Setup WS post-layout 1.45 ns
[drt] post-DR vias/cell 3.16
[logic_synthesis] dominant register cell in the synthesized netlist sky130_fd_sc_hd__dfxtp_1
[die] die area 6400 um2
[grt] global route overflow 0
[final_timing] shortest period the worst path allows 4.05 ns
[placement] last weighted congestion value of the routability-driven placer 0.847
[worst_setup_path] required time of the worst setup path 4.40 ns
[die] horizontal die dimension 80 um
[final_timing] period utilization 73.6%
[die] number of ports placed on the die boundary 48
[worst_setup_path] cells along the critical path clkdlybuf4s50_1 -> nor4_1 -> nand4_1 -> nor3_2 -> and4b_1 -> clkdlybuf4s50_1
[clocking] number of buffers inserted by hold repair at cts 0
[drt] Total Routed Length 1450 um
[clocking] insertion delay at the late pin of the worst-skew pair 0 ns
[logic_synthesis] Yosys cell types 17
[worst_setup_path] arrival time worst endpoint 2.95 ns
[drt] final antenna diode count 0
[worst_setup_path] longest individual stage delay on the worst path 0.47 ns
[logic_synthesis] synthesized area per cell 7.42 um2
[worst_setup_path] category of the worst setup path capture point output port
[final_timing] setup repair after global routing missed its margin false
[placement] area post-placement 693 um2
[grt] Total Routing Usage GR 4.14%
[worst_setup_path] slowest cell on the critical path sky130_fd_sc_hd__clkdlybuf4s50_1
[grt] largest net degree at the start of global routing 6
[worst_setup_path] Worst Path Max Fanout 4
[worst_setup_path] critical path launch point type input pin
[outcome] outcome completed
[drt] DR pass1 iterations 3
[worst_setup_path] type of the worst setup path input pin to output port
[min_path] Hold Path Class flop to flop
[power_and_ir_drop] power density relative to cell area 62.8 nW/um2
[final_layout] max reg flops 1
[logic_synthesis] number of warnings reported in the yosys synthesis log 1
[drt] Antenna Nets Post-Route 0
[worst_setup_path] worst path buffer plus inverter count 2
[power_and_ir_drop] net switching power 0.00718 mW
[final_layout] final cell area excluding filler cells 693 um2
[logic_synthesis] sequential-to-total area share from yosys stat 9.64%
[logic_synthesis] instance count of the mapped netlist 28
[power_and_ir_drop] Pint 0.0364 mW
[power_and_ir_drop] maximum VDD drop 30.2 uV
[power_and_ir_drop] combinational cell fraction of total power 81.5%
[power_and_ir_drop] part of the total power dissipated in sequential elements 18.5%
[power_and_ir_drop] proportion of total power due to net switching 16.5%
[power_and_ir_drop] leakage power summed over all cells 0.227 nW
[logic_synthesis] count of instantiated cells in the yosys netlist 28
[logic_synthesis] async set or reset register ratio after synthesis 0%
[clocking] Clock transition at path regs 0 ns
[placement] Port Buf Inserts 45
[job] MaxCap Viol Count 0
[final_timing] worst-margin pin slew 0.262 ns
[placement] final HPWL from detailed placement 1430 um
[logic_synthesis] number of synthesized register bits 1
[final_timing] Finish-stage setup viols 0
[final_layout] non-filler instance count after layout 116
[final_layout] post-layout utilization of the core 20.3%
[die] die span in y 80 um
[drt] DRC violations left 0
## layout make-up
class                           instances  area [um2]
Sequential cell                         1        20.0
Timing Repair Buffer                   45         450
Multi-Input combinational cell         23         161
Fill cell                             390        2720
Inverter                                1        3.75
Tap cell                               46        57.6
## synth_stat cells, drive strengths merged (2+ instances only)
cell	count	area (um2)
nand2	2	7.51
nor4	8	56.3
buf	3	22.5
nor2	3	11.3
## power groups by stage
stage	Combinational [mW]	Clock, mW	Sequential (mW)
global route	0.0377	0	0.00805
CTS	0.0361	0	0.00805
finish	0.0355	0	0.00804
## final timing paths
kind	startpoint	end	cells after the start
max	dataa[17]	rect_fill_start	6
min	default_done	default_done	2
max reg2reg	default_done	default_done	2
min reg2reg	default_done	default_done	2
## worst min-delay path, cell delays in order (launching register included)
cell	delay [ns]
sky130_fd_sc_hd__dfxtp_1	0.31
sky130_fd_sc_hd__mux2i_1	0.06
sky130_fd_sc_hd__nor2_1	0.09
## placed cells by master, fill, tap and decap left out, drive strengths merged
| cell type | n |
|---|---|
| a22o | 1 |
| and3 | 1 |
| and4 | 1 |
| and4b | 1 |
| clkdlybuf4s50 | 45 |
| dfxtp | 1 |
| inv | 1 |
| mux2 | 1 |
| mux2i | 1 |
| nand2 | 2 |
| nand4 | 1 |
| nor2 | 3 |
| nor2b | 1 |
| nor3 | 1 |
| nor4 | 8 |
| o2bb2ai | 1 |
## cell families (layout without fill, tap and decap cells)
| logic type | after synthesis | after routing | synth area share [%] |
|---|---|---|---|
| AND/OR/NAND/NOR | 19 | 19 | 59.0 |
| buffers and inverters | 4 | 46 | 12.6 |
| AND-OR/OR-AND | 2 | 2 | 8.44 |
| multiplexers | 2 | 2 | 10.2 |
| flip-flops | 1 | 1 | 9.64 |
## routing by layer
metal / part of all wire [%] / routed length [um] / track usage [%]
met1: 34 / 497 / 4.23
met2: 64 / 935 / 9.07
met3: 1.2 / 17 / 0.227
met4: 0 / 0 / 0
met5: 0 / 0 / 0
Power figures rest on the tool's default switching activity, not on a simulated workload.
