## ./run.sh

```bash
#!/bin/bash
# OpenROAD 26Q1-2900-gdf79404cd8, Yosys 0.63+post, stock flow scripts
make -C /OpenROAD-flow-scripts/flow DESIGN_CONFIG=/design/flow/config.mk WORK_HOME=/design/flow/orfs finish
```

## ./config.mk

```make
export PLATFORM = sky130hd
export DESIGN_NAME = seg7_number_display
export DESIGN_NICKNAME = seg7_number_display
export VERILOG_FILES = /design/flow/design.v
export SDC_FILE = /design/flow/constraint.sdc
export NUM_CORES = 4
export LEC_CHECK = 1
export CORE_UTILIZATION = 50
```

## ./constraint.sdc

```tcl
current_design seg7_number_display

set clk_period 5.2
set clk_io_pct 0.2

create_clock -name clk0 -period $clk_period [get_ports {clk}]

set non_clock_inputs [all_inputs -no_clocks]
set_input_delay [expr $clk_period * $clk_io_pct] -clock clk0 $non_clock_inputs
set_output_delay [expr $clk_period * $clk_io_pct] -clock clk0 [all_outputs]
```

## ./design.v

```verilog
package vga_pkg;
   localparam int unsigned MM_MEM_ADDR_WIDTH = 32;
   localparam int unsigned MM_MEM_DATA_WIDTH = 16;
   localparam int unsigned WIDTH          = 640;
   localparam int unsigned HEIGHT         = 480;
   localparam int unsigned FB_CDEPTH      = 4;
   localparam int unsigned FB_PIXEL_WIDTH = MM_MEM_DATA_WIDTH;   
   localparam int unsigned DISPLAY_CDEPTH = 4;
   localparam int unsigned ADDR_X_WIDTH = $clog2(WIDTH);
   localparam int unsigned ADDR_Y_WIDTH = $clog2(HEIGHT);
   typedef struct packed {
      logic [MM_MEM_DATA_WIDTH-1:0] data;
      logic                         startofpacket;
      logic                         endofpacket;
   } prefetcher_fifo_item_t;
   localparam int unsigned MM_CSR_ADDR_WIDTH = 4;
   localparam int unsigned MM_CSR_DATA_WIDTH = 32;
   localparam int unsigned COORD_DATA_WIDTH = 16;
   localparam int unsigned COLOR_DATA_WIDTH = 12;
   typedef struct packed {
      logic [COORD_DATA_WIDTH-1:0] x;
      logic [COORD_DATA_WIDTH-1:0] y;
   } coordinate_t;
   typedef struct packed {
      logic [MM_CSR_DATA_WIDTH - COLOR_DATA_WIDTH - 1:0] padding;
      logic [COLOR_DATA_WIDTH-1:0] color;
   } color_t;
   localparam logic [1:0] VGA_STREAM_RESTART_REG = 0;               
   localparam logic [2:0] VGA_SPRITE_STREAM_ENABLE_REG       = 1;   
   localparam logic [2:0] VGA_SPRITE_STREAM_BASE_ADDRESS_REG = 2;   
   localparam logic [2:0] VGA_SPRITE_STREAM_XY_REG           = 3;   
   localparam logic [2:0] VGA_SPRITE_STREAM_COLOR_REG        = 4;   
endpackage: vga_pkg
module bin2bcd
#(
   parameter int unsigned BINARY_DATA_WIDTH = 16,
   parameter int unsigned BCD_DIGITS        = 5,
   parameter int unsigned BCD_DIGIT_WIDTH   = 4
)
(
   input  logic clk,
   input  logic reset,
   input  logic start,
   output logic done,
   input  logic [BINARY_DATA_WIDTH-1:0]               binary,
   output logic [BCD_DIGITS-1:0][BCD_DIGIT_WIDTH-1:0] bcd
);
   typedef enum logic [1:0] {
      IDLE,
      INIT,
      RUNNING,
      DONE
   } state_t;
   state_t current_state, next_state;
   logic [BINARY_DATA_WIDTH-1:0]               binary_reg;
   logic [BCD_DIGITS-1:0][BCD_DIGIT_WIDTH-1:0] bcd_reg;
   logic [BCD_DIGITS*BCD_DIGIT_WIDTH-1:0]      bcd_next;
   logic [$clog2(BINARY_DATA_WIDTH + 1)-1:0]   counter;
   always_comb
   begin: state_update
      next_state = current_state;
      case (current_state)
         IDLE:
            if (start)
               next_state = INIT;
         INIT:
            next_state = RUNNING;
         RUNNING:
            if (counter == 0)
               next_state = DONE;
         DONE:
            next_state = IDLE;
         default:
            ;  
      endcase
   end
   generate
      genvar i;
      for (i = 0; i < BCD_DIGITS; i = i + 1) begin: bcd_next_calc
         assign bcd_next[i*BCD_DIGIT_WIDTH+:BCD_DIGIT_WIDTH] = bcd_reg[i] >= 5 ? bcd_reg[i] + 2'd3 : bcd_reg[i];
      end
   endgenerate
   always_ff @(posedge clk)
   begin: conversion
      if (reset) begin
         binary_reg <= '0;
         bcd_reg    <= '0;
         counter    <= '0;
      end
      else begin
         case (current_state)
            IDLE:
               if (start)
                  binary_reg <= binary;
            INIT:
               begin
                  bcd_reg <= '0;
                  counter <= $bits(counter)'(BINARY_DATA_WIDTH - 1'b1);
               end
            RUNNING:
               begin
                  bcd_reg    <= {bcd_next[$high(bcd_next)-1:0], binary_reg[BINARY_DATA_WIDTH-1]};
                  binary_reg <= binary_reg << 1;
                  counter    <= counter - 1'b1;
               end
            default:
               ;  
         endcase
      end
   end
   assign bcd  = bcd_reg;
   assign done = current_state == DONE;
   always_ff @(posedge clk)
   begin: state_transition
      if (reset)
         current_state <= IDLE;
      else
         current_state <= next_state;
   end      
endmodule: bin2bcd
module seg7_display(
   input  logic en,            
   input  logic [3:0] number,  
   output logic [7:0] display  
);
   always_comb
   begin
      if (en)
         case (number)
            4'd0:    display = 8'b11000000;
            4'd1:    display = 8'b11111001;
            4'd2:    display = 8'b10100100;
            4'd3:    display = 8'b10110000;
            4'd4:    display = 8'b10011001;
            4'd5:    display = 8'b10010010;
            4'd6:    display = 8'b10000010;
            4'd7:    display = 8'b11111000;
            4'd8:    display = 8'b10000000;
            4'd9:    display = 8'b10010000;
            default: display = '0;
         endcase
      else
         display = '1;
   end
endmodule: seg7_display
module seg7_number_display
#(
   parameter BINARY_DATA_WIDTH   = 16,
   parameter BCD_DIGITS          = 5,
   parameter CSR_ADDR_WIDTH      = 4,
   parameter CSR_DATA_WIDTH      = 32
)
(
   input logic clk,
   input logic reset,
   input  logic                      mm_csr_write,
   input  logic [CSR_ADDR_WIDTH-1:0] mm_csr_address,
   input  logic [CSR_DATA_WIDTH-1:0] mm_csr_writedata,
   output logic                      mm_csr_waitrequest,
   output logic [BCD_DIGITS*8-1:0] digits
);
   localparam BCD_DIGIT_WIDTH = 4;
   logic enabled;  
   logic running;  
   logic start, done;
   logic [BINARY_DATA_WIDTH-1:0]                binary;
   logic [BCD_DIGITS-1:0][BCD_DIGIT_WIDTH-1:0]  bcd;
   logic [BCD_DIGITS-1:0]                       digits_enabled;    
   logic update_required;
   bin2bcd #(
      .BINARY_DATA_WIDTH(BINARY_DATA_WIDTH),
      .BCD_DIGITS(BCD_DIGITS)
   ) bin2bcd_0(
      .clk,
      .reset,
      .start,
      .done,
      .binary,
      .bcd
   );
   generate
      genvar i;
      for (i = 0; i < BCD_DIGITS; i = i + 1) begin: digit_display
         if (i == 0) begin
            assign digits_enabled[0] = enabled;
         end
         else begin
            assign digits_enabled[i] = enabled && |bcd[BCD_DIGITS-1:i];
         end
         seg7_display seg7_display_0(
            .en(digits_enabled[i]),
            .number(bcd[i]),
            .display(digits[i*8+:8])
         );
      end
   endgenerate
   assign mm_csr_waitrequest = '0;
   always_ff @(posedge clk)
   begin: state_update
      if (reset) begin
         enabled         <= '0;
         binary          <= '0;
         update_required <= '0;
         start           <= '0;
         running         <= '0;
      end
      else begin
         start <= 1'b0;
         if (mm_csr_write) begin
            case (mm_csr_address)
               0:
                  enabled <= mm_csr_writedata[0];
               1:
                  begin
                     binary <= BINARY_DATA_WIDTH'(mm_csr_writedata);
                     update_required <= 1'b1;
                  end
               default:
                  ;  
            endcase
         end
         if (!running && update_required) begin
            start           <= 1'b1;
            running         <= 1'b1;
            update_required <= '0;
         end
         else if (running && done) begin
            running <= 1'b0;
         end
      end
   end
endmodule: seg7_number_display
```

==> git commit body <==
Refresh implementation metrics

- A synthesized cell averages 9.274 um2.
- In this run the static leakage power is 2.428 nW.
- WL/cell: 12.67 um
* Cell area after placement: 5986 um2
* Worst slack at placement: 1.681 ns
- Insertion delay at the late pin of the worst-skew pair: 0.37 ns
- Dividing the final minimum period by the clock period gives 0.7355.
- The final layout reports a setup TNS of 0 ns.
* Core Area: 10280 um2
- The synthesis stat section lists a flop and latch total of 105.
* Peak supply drop: 0.0001298 V
- According to the timing report, the critical path is captured at digits[15].
* Nature of the critical path endpoint: primary output
- For reference, the most critical setup path is categorized as reg -> out.
* Pin slew with the least headroom to its limit: 0.7267 ns
- Synthesis instantiated 68 different standard cells from the library.
* Commonest cells post-synth: 105 x sky130_fd_sc_hd__dfxtp_1, 57 x sky130_fd_sc_hd__nor2_1, 39 x sky130_fd_sc_hd__ha_1, 39 x sky130_fd_sc_hd__nand2b_1, 37 x sky130_fd_sc_hd__mux2i_1
- According to the timing report, the critical path is launched from bin2bcd_0.bcd_reg[16]$_SDFFE_PP0N_.
- Crit-path max FO: 8
- Post-synth tally of flip-flops with integrated enable: 0
- For reference, the final report shows the hold violation count at 0.
- RSZ-0062 raised after global routing: false
* Total chip power: 1.329 mW
- Vert. Die Dim: 104.8 um
* DRC violations left: 0
- Non-filler cells in the finished layout: 762
* Primary flip-flop cell chosen by synthesis mapping: sky130_fd_sc_hd__dfxtp_1
- The clock net in this run drives a total of 105 sinks.
- Of the synthesized area, sequential elements account for 0.3976.
- Worst Hold Margin: 0.4631 ns
- The critical path endpoint has a required time of 4.16 ns.
- Across all stage logs, warnings added up to 68.
* Instance count of the mapped netlist: 570
- The cell area that synthesis handed to floorplanning was 5286 um2.
* Antenna violations before repair: 0
* Number of cell rows: 37
- Count of input and output buffers: 62
- Clock period minus worst slack: 3.824 ns
* Power per unit of standard cell area: 215.4 nW/um2
- The initial utilization of the core area, before any placement, comes to 0.5144.
- Crit start category: flop
- Final setup vio count: 0
- Worst Hold Depth: 2
- The first global-routing pass estimated 16660 um of wire.
- Max frequency: 0.2615 GHz
- The final report gives the standard cell area, fillers excluded, as 6170 um2.
- The slew check shows that the tightest pin keeps a relative margin of 0.5129.
- Of all flip-flops after synthesis, the portion carrying an async set or reset was 0.
- The first detailed-routing pass ran for 4 iterations.
- Detailed placement ended at an HPWL of 6703 um.
* Clock-pin transition on the worst setup and hold timing paths: 0.10 ns
- Routability-driven placement finished with a final weighted congestion of 0.8584.
- Per the run report, area growth between synthesis and finish was 16.71%.
* Ranking of synthesized cells by area: sky130_fd_sc_hd__dfxtp_1 40%, sky130_fd_sc_hd__ha_1 9.2%, sky130_fd_sc_hd__mux2i_1 7.0%, sky130_fd_sc_hd__nand2b_1 4.6%, sky130_fd_sc_hd__nor2_1 4.0%
* Share of the synthesized area in the top cell type: 0.3976
- Synthesized chip area reported by yosys: 5286 um2
* Dominant cell by count in the synthesized netlist: sky130_fd_sc_hd__dfxtp_1
* Deepest level of the CTS H-tree: 3
- Counting along the longest clock path gives a buffer depth of 2.
- FF-to-FF Start: bin2bcd_0.current_state[1]$_DFF_P_
* Die span in x: 104.8 um
* Overall overflow remaining after global route: 0
- Result of the run: complete, no violations
- Summed over all routing layers, the global router reports a total usage of 0.1872.
- Per the placement report, the placed cell count is 746.
- Using the TritonRoute via totals, the vias-per-cell ratio works out to 5.287.
- Yosys stat counts 570 cells in the synthesized netlist.
- Between clock sinks in the finished design, the worst skew comes to 0.01942 ns.
- R2r worst-path depth: 7
* Total via count in the routed design: 4029
- In this run, post-CTS repair resized a total of 0 instances.
* Die area: 10990 um2
- The via count of the first global-routing pass came to 3701.
- Remaining antenna violation count after routing: 0
- Data on the critical path arrives at its endpoint at 2.78 ns.
- Per the detail_route report, inserted antenna diodes total 0.
- Of the cells placed in the final design, the portion with a size suffix greater than 1 is 0.1038.
- The CTS report gives the tree buffer count as 9.
* # fillers: 893
* Core occupancy in the finished layout: 0.6003
* CTS tree: done
* Max-cap violations: 0
* Largest net degree at the start of global routing: 47
- During I/O placement, the number of pins put on the boundary was 80.
- Internal reg-to-reg setup slack: 2.36 ns
- Buffer count from post-CTS setup fixing: 0
- Drt total wl: 9657 um
- The synthesis log from Yosys contains 3 warnings.
* Worst min-delay path class: reg -> reg
- Count of hold buffers inserted by post-cts repair: 0
- Initial DRC Count: 147
* Dominant cell type by area after synthesis: sky130_fd_sc_hd__dfxtp_1
- Counting pins that exceed their max-slew limit in the final report gives 0.
* Clock tree root driver cell: sky130_fd_sc_hd__clkbuf_8
* Worst setup slack after layout: 1.376 ns
[metal layers]
metal | GRT usage | wire, um | vias to the layer above
met1 | 0.2903 | 4912 | 1863
met3 | 0.02287 | 255 | 5
met2 | 0.3013 | 4417 | 50
met4 | 0.01911 | 72 | 0
li1 | - | - | 2111
met5 | 0 | 0 | -
[cell families after synthesis]
logic type               after synthesis  synth area share
AND/OR/NAND/NOR                      193            0.1929
buffers and inverters                 64           0.05136
flip-flops                           105            0.3976
AND-OR/OR-AND                        125            0.1841
multiplexers                          39           0.07432
adder cells (fa/ha/maj)               39           0.09231
other                                  1         0.0007094
XOR/XNOR                               4          0.006627
[area by class of cell]
| cell class | instances | area [um2] | share of cell area |
|---|---|---|---|
| clock inverters | 7 | 60.06 | 0.009734 |
| clock buffers | 9 | 123.9 | 0.02008 |
| flip-flops and latches | 105 | 2103 | 0.3409 |
| repair buffers | 68 | 660.6 | 0.1071 |
| multi-input cells | 401 | 2917 | 0.4727 |
| inverters | 36 | 135.1 | 0.02190 |
| well taps | 136 | 170.2 | 0.02758 |
[critical path, cell delays in order, from the launching register on]
cell and delay, ns:
sky130_fd_sc_hd__dfxtp_1 0.36, sky130_fd_sc_hd__inv_1 0.09, sky130_fd_sc_hd__ha_1 0.22, sky130_fd_sc_hd__or3b_1 0.40, sky130_fd_sc_hd__nor4_2 0.19, sky130_fd_sc_hd__nand3_1 0.13, sky130_fd_sc_hd__o41a_1 0.45, sky130_fd_sc_hd__nand2b_1 0.12
sky130_fd_sc_hd__clkdlybuf4s50_1 0.46
[cell usage in the layout, fill, tap and decap left out, types with 9 or more instances in the layout]
cell type                         synthesis  routed
sky130_fd_sc_hd__nor2_1                  57      57
sky130_fd_sc_hd__o21ai_0                 16      15
sky130_fd_sc_hd__dfxtp_1                105     104
sky130_fd_sc_hd__mux2i_1                 37      37
sky130_fd_sc_hd__a21oi_1                 15      15
sky130_fd_sc_hd__or2_2                   18      18
sky130_fd_sc_hd__clkbuf_8                 0       9
sky130_fd_sc_hd__nand2_1                 28      28
sky130_fd_sc_hd__nand2b_1                39      39
sky130_fd_sc_hd__inv_1                   33      33
sky130_fd_sc_hd__ha_1                    39      39
sky130_fd_sc_hd__clkdlybuf4s50_1          0      61
sky130_fd_sc_hd__a211oi_1                24      24
[power by group]
group | leakage, nW | switching, mW | internal, mW | total, mW
logic | 1.49 | 0.0182 | 0.0216 | 0.0398
registers | 0.847 | 0.00214 | 0.807 | 0.809
clock network | 0.0897 | 0.297 | 0.183 | 0.480
total | 2.43 | 0.318 | 1.01 | 1.33
[worst min-delay path by stage]
| stage | startpoint | slack (ns) | end |
|---|---|---|---|
| 4_1_cts | bin2bcd_0.current_state[3]$_DFF_P_ | 0.46 | running$_SDFFE_PP0P_ |
| 5_1_grt | bin2bcd_0.current_state[3]$_DFF_P_ | 0.50 | running$_SDFFE_PP0P_ |
| 6_report | bin2bcd_0.binary_reg[0]$_SDFFE_PP0P_ | 0.46 | bin2bcd_0.binary_reg[0]$_SDFFE_PP0P_ |
Power is estimated from default activity; no workload was simulated.
